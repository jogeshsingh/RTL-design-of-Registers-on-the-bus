==> design.v <==
`timescale 1ns / 1ps
module controller(
 clk, rst , ldr_1 , ldr_2 , ldr_3 , sel_1 ,sel_2, state
    );
   input clk, rst ;
   output ldr_1 , ldr_2 , ldr_3 , sel_1 ;
   output [1:0] sel_2 ;
   output reg [1:0] state ;
reg [1:0] next_state;
 reg [5:0] CV ;
  parameter [1:0] S0 = 0 , S1 = 1 ,  S2 = 2;
    always@(negedge clk )
    begin
    if ( rst)
    state <= S0 ;
    else
    state<= next_state ;
    end
    always @ ( state)
    begin
    case(state)
    S0 : begin CV = 6'b100100; next_state = S1 ; end
    S1 : begin CV = 6'b010000; next_state = S2 ; end
    S2 : begin CV = 6'b001001 ; next_state = S0 ; end
    default : begin CV = 6'b000000 ; next_state = S0 ; end
    endcase
    end
    assign ldr_1 = CV[5] ;
    assign ldr_2 = CV[4] ;
    assign ldr_3 = CV[3] ;
    assign sel_1 = CV[2] ;
     assign sel_2[1] = CV[1] ;
    assign sel_2[0] = CV[0] ;
    endmodule
`timescale 1ns / 1ps
module data_path(
 clk, rst , ldr_1  , ldr_2 , ldr_3 , sel_1 ,
 sel_2  ,  data_in ,  data_out , Reg1 , Reg2, Reg3
    );
    input clk, rst , ldr_1  , ldr_2 , ldr_3 , sel_1 ;
input [1:0] sel_2  ; 
input [3:0] data_in ; 
output reg [3:0] data_out ;
output reg [3:0] Reg1  , Reg2 , Reg3 ;
    always @ ( posedge clk   )
begin
if (rst)
begin
Reg1 <= 4'b0000;
end
else if ( ldr_1 )
begin
if (sel_1 )
begin
Reg1 <= data_in ;
end
else
begin
Reg1 <= data_out ;
end
end
else
begin
Reg1 <= Reg1 ;
end
end 
always @ ( posedge clk )
begin
if (rst)
begin
Reg2<= 4'b0000;
end
else if (ldr_2)
begin
Reg2 <= data_out ;
end
else
begin
Reg2 <= Reg2 ;
end
end
always @ ( posedge clk  )
begin
if (rst)
begin
Reg3<= 4'b0000;
end
else if (ldr_3)
begin
Reg3 <= data_out ;
end
else
begin
Reg3 <= Reg3 ;
end
end
always@ ( sel_2 or Reg1 or Reg2 or Reg3 )
begin
case(sel_2)
2'b00 : data_out = Reg1 ;
2'b01 : data_out = Reg2 ;
2'b10 : data_out = Reg3 ;
default : data_out = 4'b0000;
endcase
end
endmodule
`timescale 1ns / 1ps
module top_design_file(
 clk ,rst ,  data_in ,  data_out
 , state, Reg1, Reg2 , Reg3  );
 input clk , rst ;
 output [3:0] Reg1, Reg2 , Reg3 ;
 output [3:0] data_out ;
 input [3:0] data_in ;
 output [1:0] state ;
 wire ldr_1, ldr_2, ldr_3 , sel_1 ;
 wire [1:0] sel_2 ;
  data_path DATAPATH(
 clk, rst , ldr_1  , ldr_2 , ldr_3 , sel_1 ,
 sel_2  , data_in ,  data_out , Reg1 , Reg2 , Reg3 
    );  
     controller control_path(
 clk, rst , ldr_1 , ldr_2 , ldr_3 , sel_1 , sel_2 , state
    );
endmodule
==> run.sh <==
#!/bin/bash
# OpenROAD 26Q1-2900-gdf79404cd8, Yosys 0.63+post, stock flow scripts
make -C /OpenROAD-flow-scripts/flow DESIGN_CONFIG=/design/flow/config.mk WORK_HOME=/design/flow/orfs finish
==> config.mk <==
export PLATFORM = sky130hd
export DESIGN_NAME = top_design_file
export DESIGN_NICKNAME = top_design_file
export VERILOG_FILES = /design/flow/design.v
export SDC_FILE = /design/flow/constraint.sdc
export NUM_CORES = 4
export LEC_CHECK = 1
export CORE_AREA = 10 10 72 72
export DIE_AREA = 0 0 82 82
==> constraint.sdc <==
current_design top_design_file

set clk_period 1.5
set clk_io_pct 0.2

create_clock -name clk0 -period $clk_period [get_ports {clk}]

set non_clock_inputs [all_inputs -no_clocks]
set_input_delay [expr $clk_period * $clk_io_pct] -clock clk0 $non_clock_inputs
set_output_delay [expr $clk_period * $clk_io_pct] -clock clk0 [all_outputs]
==> Slide: Implementation Results <==
Key Metrics from the Run

Yosys
  – Top cells, area: dfxtp_1 46%, nand2b_1 14%, mux2i_1 13%
  – Synth cell count leaders: 14 x dfxtp_1, 14 x nand2b_1, 8 x mux2i_1
  – Mean Syn Cell Area: 10.57 µm²
  – Ao+oa area frac: 3.265%
  – Ys async rst share: 0%
  – Yosys cell types: 15
  – Synth Seq Share: 45.71%
  – Yosys xor share: 0%
  – Post-Synth Adder-Cell Area: 0%
  – Yosys simple share: 25.92%
  – Synthesized area: 613.1 µm²
  – Syn Inst Count: 58
  – Biggest area consumer among synthesized cells: dfxtp_1
  – YS chip area: 613.1 µm²
  – Synth warn: 2
  – Ys cells: 58
  – Seq cells post-synth: 14
  – Most used DFF post-synth: dfxtp_1
  – Flip-flops with a built-in enable: 0
  – Post-synth mux share: 20.41%
  – Area leader share: 45.71%
  – Largest logic family: simple AND/OR/NAND/NOR gates

Timing
  – Max-slew violation count: 0
  – Setup WS post-layout: -0.8409 ns
  – Max_slew headroom: 87.32%
  – RSZ-0062 raised after global routing: yes
  – Clock Skews: 0.07151 ns
  – Slew at the pin closest to its max-slew limit: 0.1899 ns
  – WHS: 0.4722 ns
  – Final Hold Violation Tally: 0
  – Final setup violation count: 18

Setup path
  – Cell depth of the worst flop-to-flop path: 5
  – Crit start category: flip-flop
  – Crit end category: output port
  – CP arrival: 2.04 ns
  – RR Endpoint: DATAPATH.Reg1[1]
  – Max incr delay on CP: 0.31 ns
  – Top delay family on crit path: flip-flops
  – Crit path from: control_path.state[0]
  – Critical path cell sequence: nand2b_4 -> buf_6 -> mux2_4 -> buf_2
  – Slowest-stage cell, CP: dfxtp_2
  – Worst EP required: 1.20 ns
  – Setup Crit Path Kind: flip-flop to output port
  – CP bufs+invs: 2
  – Levels on crit path: 4
  – CP Capture Point: data_out[2]
  – CP max FO: 3
  – R2R Setup Slk: -0.62 ns
  – Reg2reg start: control_path.state[0]

Drt
  – Avg WL per Cell: 11.41 µm
  – Drt total wl: 1.666 mm
  – Remaining DRCs: 0
  – Drt first-iter violations: 27
  – Antenna Violating Nets Remaining: 0
  – Number of detailed-route iterations in the first pass: 3
  – Number of vias in the routed layout: 546
  – Via/cell ratio: 3.740

Clock tree
  – Clk latency late pin: 0.31 ns
  – CTS tree: yes
  – # hold bufs at CTS: 0
  – Clk root buf: clkbuf_8
  – Clk buf depth: 2
  – CTS Sinks: 14
  – Htree depth: 1
  – Num CTS Buffers: 3
  – CTS clk-pin slew, worst paths: 0.05 ns

Job
  – Tool warnings: 30
  – Max_cap viols: 0

Global routing
  – First-pass GRT wire length: 2.794 mm
  – Congestion Overflow GR: 0
  – Antenna violations before repair: 1
  – Largest net degree at the start of global routing: 9
  – Total GRT Usage: 5.185%
  – Vias in the first global route: 568

Outcome
  – Status: complete, but fails checks
  – Failing checks: setup timing

Placement
  – PortBufs: 23
  – Placer Congestion: 0.7872
  – DP HPWL: 1.280 mm

Floorplan
  – Chip height: 82 µm
  – Width of the chip: 82 µm
  – Die area: 6724 µm²
  – Std cell rows: 22
  – CORE AREA: 3689 µm²
  – Top Ports: 24
  – FP Util: 16.62%

Pwr
  – Maximum vdd drop: 0.2367 mV
  – Leak: 0.4793 nW
  – PD cells: 838.5 nW/µm²

Final layout
  – Final core utilization: 30.63%
  – Area Growth Syn to Fin: 84.29%
  – Layout cells sized above 1: 39.18%

Worst hold path
  – Worst min path class: flip-flop to flip-flop
## sequential cells by signal, summed over array words and instances (netlist names)
name	cells
DATAPATH.Reg2	4
DATAPATH.Reg3	4
control_path.state	2
DATAPATH.Reg1	4
## cells in the final DEF, fill, tap and decap left out, drive strengths merged, types with 2 or more instances in the layout
cell | netlist | layout
clkbuf | 1 | 3
nor2b | 2 | 2
buf | 3 | 21
mux2i | 8 | 8
o21ai | 4 | 4
nand2b | 14 | 14
clkdlybuf4s50 | 0 | 16
inv | 1 | 2
dfxtp | 14 | 14
mux2 | 4 | 4
or4b | 4 | 4
## logic make-up (layout without fill, tap and decap cells)
| group | after synthesis | in the layout |
|---|---|---|
| AND-OR/OR-AND | 4 | 4 |
| buffers and inverters | 5 | 44 |
| flip-flops | 14 | 14 |
| multiplexers | 12 | 12 |
| other | 0 | 1 |
| AND/OR/NAND/NOR | 23 | 23 |
## worst min-delay path: cells and delay by family (launching register included)
kind             cells  cell delay, ns
muxes                1            0.05
and+or+nand+nor      1            0.06
DFF                  1            0.31
## final cells by class
class	instances	area, µm²
Clock buffer	3	41.29
Multi-Input combinational cell	39	359.1
Sequential cell	14	285.3
Timing Repair Buffer	38	369.1
Antenna cell	1	2.502
Clock inverter	3	12.51
Fill cell	370	2559
Tap cell	48	60.06
## through the flow
| stage | instances | TNS, ns | setup slack (ns) | power, W | area [µm²] |
|---|---|---|---|---|---|
| after floorplan | 58 | -3.407 | -0.4319 | 0.0004952 | 635.6 |
| after global placement | 133 | -8.615 | -0.8441 | 0.0005896 | 948.4 |
| after detailed placement | 133 | -8.844 | -0.8547 | 0.0005904 | 948.4 |
| after CTS | 143 | -8.967 | -0.8515 | 0.0009502 | 1092 |
| after global routing | 146 | -10.13 | -0.8808 | 0.0009992 | 1130 |
| final | 146 | -9.234 | -0.8409 | 0.0009473 | 1130 |
## how the worst min path moves through the flow
| stage | slack [ns] | to | startpoint | depth (start not counted) |
|---|---|---|---|---|
| 4_1_cts | 0.48 | DATAPATH.Reg3[0] | DATAPATH.Reg3[0] | 2 |
| 6_report | 0.47 | DATAPATH.Reg3[0] | DATAPATH.Reg3[0] | 2 |
| 5_1_grt | 0.50 | DATAPATH.Reg3[0] | DATAPATH.Reg3[0] | 2 |
## repair_timing
item                                    4_1_cts  5_1_grt
endpoints found under the setup margin       18       20
setup buffers                                 6        3
resized                                      44        6
pin swaps                                     4        1
## where the power goes
part / switching (W) / leakage, nW / internal, W
logic: 0.0000649 / 0.332 / 0.000146
clock network: 0.000140 / 0.0323 / 0.000189
registers: 0.0000156 / 0.115 / 0.000392
total: 0.000221 / 0.479 / 0.000727
## layer usage
layer	wire, µm	vias to the layer above	track usage (%)
met5	0	-	0
met4	34	0	1.361
met3	172	2	2.423
met2	759	14	7.759
met1	700	252	6.622
li1	-	278	-
Power and IR drop assume default switching activity.
